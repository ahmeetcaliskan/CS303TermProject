===== flow/run.sh =====
#!/bin/bash
# OpenROAD 26Q1-2900-gdf79404cd8, Yosys 0.63+post, stock flow scripts
make -C /OpenROAD-flow-scripts/flow DESIGN_CONFIG=/design/flow/config.mk WORK_HOME=/design/flow/orfs finish

===== flow/constraint.sdc =====
current_design battleship

set clk_period 6.9
set clk_io_pct 0.2

create_clock -name clk0 -period $clk_period [get_ports {clk}]

set non_clock_inputs [all_inputs -no_clocks]
set_input_delay [expr $clk_period * $clk_io_pct] -clock clk0 $non_clock_inputs
set_output_delay [expr $clk_period * $clk_io_pct] -clock clk0 [all_outputs]

===== flow/design.v =====
module battleship (
    input            clk  ,
    input            rst  ,
    input            start,
    input      [1:0] X    ,
    input      [1:0] Y    ,
    input            pAb  ,
    input            pBb  ,
    output reg [7:0] disp0,
    output reg [7:0] disp1,
    output reg [7:0] disp2,
    output reg [7:0] disp3,
    output reg [7:0] led
  );
  parameter IDLE       = 4'b0000;
  parameter SHOW_A     = 4'b0001;
  parameter A_IN       = 4'b0010;
  parameter ERROR_A    = 4'b0011;
  parameter SHOW_B     = 4'b0100;
  parameter B_IN       = 4'b0101;
  parameter ERROR_B    = 4'b0110;
  parameter SHOW_SCORE = 4'b0111;
  parameter A_SHOOT    = 4'b1000;
  parameter A_SINK     = 4'b1001;
  parameter A_WIN      = 4'b1010;
  parameter B_SHOOT    = 4'b1011;
  parameter B_SINK     = 4'b1100;
  parameter B_WIN      = 4'b1101;
  parameter NEW  = 4'b1110;
  reg [3:0] state;
  reg [5:0] counter = 0;
  reg [5:0] counter_error = 0;
  reg [2:0] WinA = 0;
  reg [2:0] WinB = 0;
  reg check = 0;
  reg [2:0] input_counter = 0;
  reg [15:0] A_MAP = 16'b0000000000000000;
  reg [15:0] B_MAP = 16'b0000000000000000;
  reg [1:0] roundCount = 0;
  reg [1:0] scoreA = 0;
  reg [1:0] scoreB = 0;
  reg       nextStarter = 0;
  always @(posedge clk or posedge rst)
    begin
      if (rst)
      begin
        state <= IDLE;
        counter <= 0;
        counter_error <= 0;
        WinA <= 0;
        WinB <= 0;
        input_counter <= 0;
        A_MAP <= 16'b0000000000000000;
        B_MAP <= 16'b0000000000000000;
        check <= 0;
        roundCount <= 0;
        scoreA <= 0;
        scoreB <= 0;
        nextStarter <= 0;
      end
      else
      begin
        case (state)
          IDLE:
            begin
              if (start) begin
                state <= SHOW_A;
              end
            end
          SHOW_A:
            begin
              counter <= counter + 1;
              if (counter == 49)
              begin
                counter <= 0;
                state <= A_IN;
              end
            end
          ERROR_A:
            begin
              counter_error <= counter_error + 1;
              if (counter_error == 49)
              begin
                counter_error <= 0;
                state <= A_IN;
              end
            end
          A_IN:
            begin
              if (pAb)
              begin
                if (A_MAP[X*4+Y])
                  state <= ERROR_A;
                else
                begin
                  if (input_counter == 3)
                  begin
                    A_MAP[X*4+Y] <= 1;
                    input_counter <= 0;
                    if (nextStarter == 0)
                      state <= SHOW_B;
                    else
                      state <= SHOW_SCORE;
                  end
                  else
                  begin
                    input_counter <= input_counter + 1;
                    A_MAP[X*4+Y] <= 1;
                  end
                end
              end
            end
          B_IN:
            begin
              if (pBb)
              begin
                if (B_MAP[X*4+Y])
                  state <= ERROR_B;
                else
                begin
                  if (input_counter == 3)
                  begin
                    B_MAP[X*4+Y] <= 1;
                    input_counter <= 0;
                    if(nextStarter == 0)
                      state <= SHOW_SCORE;
                    else
                      state <= SHOW_A;
                  end
                  else
                  begin
                    input_counter <= input_counter + 1;
                    B_MAP[X*4+Y] <= 1;
                  end
                end
              end
            end
          SHOW_B:
            begin
              counter <= counter + 1;
              if (counter == 49)
              begin
                counter <= 0;
                state <= B_IN;
              end
            end
          ERROR_B:
            begin
              counter_error <= counter_error + 1;
              if (counter_error == 49)
              begin
                counter_error <= 0;
                state <= B_IN;
              end
            end
          SHOW_SCORE:
            begin
              counter <= counter + 1;
              if (counter == 49)
              begin
                counter <= 0;
                if(nextStarter == 0)
                begin
                  state <= A_SHOOT;
                end
                else
                begin
                  state <= B_SHOOT;
                end
              end
            end
          A_SHOOT:
            begin
              if (pAb)
              begin
                if (B_MAP[X*4+Y])
                begin
                  WinA <= WinA + 1;
                  B_MAP[X*4+Y] <= 0;
                  check <= 1;
                end
                else
                begin
                  check <= 0;
                  WinA <= WinA;
                end
                state <= A_SINK;  
              end
              else
              begin
                check <= 0;
                WinA <= WinA;
                state <= A_SHOOT;
              end
            end
          A_SINK:
            begin
              counter <= counter + 1;
              if (counter == 49)
              begin
                counter <= 0;
                if(WinA > 3) begin
                  scoreA <= scoreA + 1;
                  nextStarter <= 0;
                  if(scoreA == 1) begin
                    state <= A_WIN;
                  end
                  else begin
                    state <= NEW;
                  end
                end
                else begin
                  state <= B_SHOOT;
                end
              end
            end
          A_WIN:
            begin
              counter <= counter + 1;
            end
          NEW:
            begin
              counter <= counter + 1;
              A_MAP <= 16'b0000000000000000;
              B_MAP <= 16'b0000000000000000;
              WinA <= 0;
              WinB <= 0;
              check <= 0;
              input_counter <= 0;
              if (counter == 0) begin
                roundCount <= roundCount + 1;
              end
              if (counter == 49)
              begin
                counter <= 0;
                if(roundCount < 3) begin
                  if(nextStarter == 0)
                    state <= A_IN;
                  else
                    state <= B_IN;
                end
                else begin
                  state <= IDLE;
                end
              end
            end
          B_SHOOT:
            begin
              if (pBb)
              begin
                if (A_MAP[X*4+Y])
                begin
                  WinB <= WinB + 1;
                  A_MAP[X*4+Y] <= 0;
                  check <= 1;
                end
                else
                begin
                  check <= 0;
                  WinB <= WinB;
                end
                state <= B_SINK;  
              end
              else
              begin
                check <= 0;
                WinB <= WinB;
                state <= B_SHOOT;
              end
            end
          B_SINK:
          begin
            counter <= counter + 1;
            if (counter == 49)
            begin
              counter <= 0;
              if(WinB > 3) begin
                scoreB <= scoreB + 1;
                nextStarter <= 1;
                if(scoreB == 1) begin
                  state <= B_WIN;
                end
                else begin
                  state <= NEW;
                end
              end
              else begin
                state <= A_SHOOT;
              end
            end
          end
          B_WIN:
            begin
              counter <= counter + 1;
            end
          default:
            begin
              state <= IDLE;
            end
        endcase
      end
    end
  always @(*)
    begin
      case (state)
        IDLE:
          begin
            disp0 = 8'b01111001;  
            disp1 = 8'b00111000;  
            disp2 = 8'b01011110;  
            disp3 = 8'b00000110;  
            led   = 8'b10011001;
          end
        SHOW_A:
          begin
            disp0 = 8'b00000000;
            disp1 = 8'b00000000;
            disp2 = 8'b00000000;
            disp3 = 8'b01110111;  
            led   = 8'b10000000;
          end
        A_IN:
          begin
            disp3 = 8'b00000000;
            disp2 = 8'b00000000;
            led   = 8'b10000000;
            case (Y)
              2'b00: disp0 = 8'b00111111;
              2'b01: disp0 = 8'b00000110;
              2'b10: disp0 = 8'b01011011;
              2'b11: disp0 = 8'b01001111;
              default: disp0 = 8'b00000000;
            endcase
            case (X)
              2'b00: disp1 = 8'b00111111;
              2'b01: disp1 = 8'b00000110;
              2'b10: disp1 = 8'b01011011;
              2'b11: disp1 = 8'b01001111;
              default: disp1 = 8'b00000000;
            endcase
            case(input_counter)
              2'b00: led[5:4] = 2'b00;
              2'b01: led[5:4] = 2'b01;
              2'b10: led[5:4] = 2'b10;
              2'b11: led[5:4] = 2'b11;
              default: led[5:4] = 2'b00;
            endcase
          end
        ERROR_A:
          begin
            disp0 = 8'b00111111;  
            disp1 = 8'b01110111;  
            disp2 = 8'b01110111;  
            disp3 = 8'b01111001;  
            led   = 8'b10011001;
          end
        SHOW_B:
          begin
            disp0 = 8'b00000000;
            disp1 = 8'b00000000;
            disp2 = 8'b00000000;
            disp3 = 8'b01111100;  
            led   = 8'b00000001;
          end
        B_IN:
          begin
            disp3 = 8'b00000000;
            disp2 = 8'b00000000;
            led   = 8'b00000001;
            case (Y)
              2'b00: disp0 = 8'b00111111;
              2'b01: disp0 = 8'b00000110;
              2'b10: disp0 = 8'b01011011;
              2'b11: disp0 = 8'b01001111;
              default: disp0 = 8'b00000000;
            endcase
            case (X)
              2'b00: disp1 = 8'b00111111;
              2'b01: disp1 = 8'b00000110;
              2'b10: disp1 = 8'b01011011;
              2'b11: disp1 = 8'b01001111;
              default : disp1 = 8'b00000000;
            endcase
            case(input_counter)
              2'b00: led[3:2] = 2'b00;
              2'b01: led[3:2] = 2'b01;
              2'b10: led[3:2] = 2'b10;
              2'b11: led[3:2] = 2'b11;
              default: led[5:4] = 2'b00;
            endcase
          end
        ERROR_B:
          begin
            disp0 = 8'b00111111;  
            disp1 = 8'b01110111;  
            disp2 = 8'b01110111;  
            disp3 = 8'b01111001;  
            led   = 8'b10011001;
          end
        SHOW_SCORE:
          begin
            disp0 = 8'b00111111;  
            disp1 = 8'b01000000;  
            disp2 = 8'b00111111;  
            disp3 = 8'b00000000;
            led   = 8'b10011001;
          end
        A_SHOOT:
          begin
            disp2 = 8'b00000000;
            disp3 = 8'b00000000;
            led   = 8'b10000000;
            case (Y)
              2'b00: disp0 = 8'b00111111;
              2'b01: disp0 = 8'b00000110;
              2'b10: disp0 = 8'b01011011;
              2'b11: disp0 = 8'b01001111;
            default: disp0 = 8'b00000000;
            endcase
            case (X)
              2'b00: disp1 = 8'b00111111;
              2'b01: disp1 = 8'b00000110;
              2'b10: disp1 = 8'b01011011;
              2'b11: disp1 = 8'b01001111;
              default: disp1 = 8'b00000000;
            endcase
            case(WinA)
              2'b00: led[5:4] = 2'b00;
              2'b01: led[5:4] = 2'b01;
              2'b10: led[5:4] = 2'b10;
              2'b11: led[5:4] = 2'b11;
              default:  led[5:4] = 2'b00;
            endcase
            case(WinB)
              2'b00: led[3:2] = 2'b00;
              2'b01: led[3:2] = 2'b01;
              2'b10: led[3:2] = 2'b10;
              2'b11: led[3:2] = 2'b11;
              default:  led[3:2] = 2'b00;
            endcase
          end
        A_SINK:
          begin
            disp1 = 8'b01000000;
            disp3 = 8'b00000000;
            case(WinB)
              2'b00: disp0 = 8'b00111111;
              2'b01: disp0 = 8'b00000110;
              2'b10: disp0 = 8'b01011011;
              2'b11: disp0 = 8'b01001111;
              default: disp0 = 8'b00000000;
            endcase
            case(WinA)
              2'b00: disp2 = 8'b00111111;
              2'b01: disp2 = 8'b00000110;
              2'b10: disp2 = 8'b01011011;
              2'b11: disp2 = 8'b01001111;
              default: disp2 = 8'b00000000;
            endcase
            case(check)
              1'b0: led = 8'b00000000;
              1'b1: led = 8'b11111111;
              default: led = 8'b00000000;
            endcase
          end
        A_WIN:
          begin
            disp3 = 8'b01110111;  
            disp1 = 8'b01000000;  
            case(counter % 4)
              2'b00: led = 8'b10000001;
              2'b01: led = 8'b01000010;
              2'b10: led = 8'b00100100;
              2'b11: led = 8'b00011000;
              default: led = 8'b00000000;
            endcase
            case(WinB)
              2'b00: disp0 = 8'b00111111;
              2'b01: disp0 = 8'b00000110;
              2'b10: disp0 = 8'b01011011;
              2'b11: disp0 = 8'b01001111;
              default: disp0 = 8'b00000000;
            endcase
            disp2 = 8'b01100110;
          end
        B_SHOOT:
          begin
            disp2 = 8'b00000000;
            disp3 = 8'b00000000;
            led   = 8'b00000001;
            case (Y)
              2'b00: disp0 = 8'b00111111;
              2'b01: disp0 = 8'b00000110;
              2'b10: disp0 = 8'b01011011;
              2'b11: disp0 = 8'b01001111;
              default: disp0 = 8'b00000000;
            endcase
            case (X)
              2'b00: disp1 = 8'b00111111;
              2'b01: disp1 = 8'b00000110;
              2'b10: disp1 = 8'b01011011;
              2'b11: disp1 = 8'b01001111;
              default: disp1 = 8'b00000000;
            endcase
            case(WinA)
              2'b00: led[5:4] = 2'b00;
              2'b01: led[5:4] = 2'b01;
              2'b10: led[5:4] = 2'b10;
              2'b11: led[5:4] = 2'b11;
              default: led[5:4] = 2'b00;
            endcase
            case(WinB)
              2'b00: led[3:2] = 2'b00;
              2'b01: led[3:2] = 2'b01;
              2'b10: led[3:2] = 2'b10;
              2'b11: led[3:2] = 2'b11;
              default: led[3:2] = 2'b00;
            endcase
          end
        B_SINK:
          begin
            disp1 = 8'b01000000;
            disp3 = 8'b00000000;
            case(WinB)
              2'b00: disp0 = 8'b00111111;
              2'b01: disp0 = 8'b00000110;
              2'b10: disp0 = 8'b01011011;
              2'b11: disp0 = 8'b01001111;
              default: disp0 = 8'b00000000;
            endcase
            case(WinA)
              2'b00: disp2 = 8'b00111111;
              2'b01: disp2 = 8'b00000110;
              2'b10: disp2 = 8'b01011011;
              2'b11: disp2 = 8'b01001111;
              default: disp2 = 8'b00000000;
            endcase
            case(check)
              1'b0: led = 8'b00000000;
              1'b1: led = 8'b11111111;
              default: led = 8'b00000000;
            endcase
          end
        B_WIN:
          begin
            disp3 = 8'b01111100;  
            disp1 = 8'b01000000;  
            case(counter % 4)
              2'b00: led = 8'b10000001;
              2'b01: led = 8'b01000010;
              2'b10: led = 8'b00100100;
              2'b11: led = 8'b00011000;
              default: led = 8'b00000000;
            endcase
            disp0 = 8'b01100110;
            case(WinA)
              2'b00: disp2 = 8'b00111111;
              2'b01: disp2 = 8'b00000110;
              2'b10: disp2 = 8'b01011011;
              2'b11: disp2 = 8'b01001111;
              default: disp2 = 8'b00000000;
            endcase
          end
        NEW:
          begin
            disp1 = 8'b01000000;
            disp3 = 8'b00000000;
            case(scoreB)
              2'b00: disp0 = 8'b00111111;
              2'b01: disp0 = 8'b00000110;
              2'b10: disp0 = 8'b01011011;
              2'b11: disp0 = 8'b01001111;
            endcase
            case(scoreA)
              2'b00: disp2 = 8'b00111111;
              2'b01: disp2 = 8'b00000110;
              2'b10: disp2 = 8'b01011011;
              2'b11: disp2 = 8'b01001111;
            endcase
            led = 8'b10011001;
          end
        default :
          begin
            disp0 = 8'b00000000;
            disp1 = 8'b00000000;
            disp2 = 8'b00000000;
            disp3 = 8'b00000000;
            led   = 8'b00000000;
          end
        endcase
    end
endmodule

===== flow/config.mk =====
export PLATFORM = sky130hd
export DESIGN_NAME = battleship
export DESIGN_NICKNAME = battleship
export VERILOG_FILES = /design/flow/design.v
export SDC_FILE = /design/flow/constraint.sdc
export NUM_CORES = 4
export LEC_CHECK = 1
export CORE_UTILIZATION = 40

==> metrics.sh <==
RUN_STATUS='finished, final reports clean'
POST_CTS_BUFFERS=0
HOLD_CLASS='reg2reg'
POST-ROUTE-WORST-SETUP-SLACK_NS=2.02
ASYNCSETRESETFLOPFRACSYNTH_PCT=100
NUMBER_OF_SYNTHESIZED_REGISTER_BITS=76
NFILLCELLS=1214
DRIVE_ABOVE_1_SHARE_PCT=8.01
SIMPLE_LOGIC_CELL_FRACTION_OF_THE_SYNTHESIZED_AREA_PCT=20.0
YS_SEQ_SHARE_PCT=36.1
BOUNDARYPINS=49
INITIAL_ANTENNA_VIOLATION_COUNT=0
GLOBALROUTEOVERFLOWTOTAL=0
CLOCK_SKEW_NS=0.00765
WIRE_LENGTH_OF_THE_FIRST_GLOBAL_ROUTING_PASS_MM=23.7
CPMAXSTAGEDELAYCELL='sky130_fd_sc_hd__clkdlybuf4s50_1'
SYN-INSTANCE-COUNT=581
FP.COREAREA_SQ_MM=0.0127
AREA_OF_THE_MULTI_INPUT_GATES_SQ_MM=0.00308
CLOCK_SINKS=76
YOSYS.AREA_SHARE.AOI_PCT=24.1
SEQ_AREA_SQ_MM=0.00190
SYNTH.MUX.AREA_FRACTION_PCT=4.50
TOTAL_POWER_PER_UNIT_CELL_AREA_mW_PER_MM2=186
MAXCLOCKFREQUENCY_MHz=205
CPPEAKSTAGEDELAY_NS=0.73
YS_WARN_COUNT=1
FIRST_PASS_ITERS=8
POST_SYNTHESIS_INSTANCE_AREA_SQ_MM=0.00528
WORSTPATHCELLLIST='clkdlybuf4s50_1 -> inv_1 -> ha_1 -> o311ai_0 -> clkdlybuf4s50_1'
HTREE_LEVELS=3
YOSYS-STAT-AREA_SQ_MM=0.00528
WORST_SKEW_PAIR.LATE_LATENCY_NS=0.35
MAXCAPVIOLATIONS=0
CRIT_END_ELEMENT='output port'
TIMING_MAX_TRANSITION_VIOLATIONS_FINAL=0
DISTINCT_CELLS_SYNTH=70
GRT_SETUP_UNREPAIRED='false'
FINALWIRELENGTH_MM=14.6
POWER.LEAKAGE_nW=2.39
CP.REQUIRED_NS=5.52
N_ANTENNA_CELL=0
YS.FLOP_TYPE='sky130_fd_sc_hd__dfrtp_1'
SYNTH_STAT.CELLS=581
WORST_SLEW_MARGIN_REL_PCT=43.0
POST_DETAILED_PLACEMENT_CELL_AREA_SQ_MM=0.00578
FINALHOLDVIOLATIONS=0
P_TOTAL_mW=1.14
CRITICAL-PATH-TOP-CELL-BY-COUNT='sky130_fd_sc_hd__clkdlybuf4s50_1'
ROWS=41
CTS_TREE='built'
DIEAREA_SQ_MM=0.0137
WORST_SLEW_PIN_SLEW_NS=0.855
POST_SYNTH.CELL_AREA_AVG_SQ_UM=9.09
DIE.SIZE.Y_MICRONS=117
GRT_UTIL_ALL_LAYERS_PCT=23.3
PATH_DEPTH=5
XOR_XNOR_CELL_AREA_SHARE_OF_THE_YOSYS_NETLIST_PCT=0.664
FINALINSTANCEAREA_SQ_MM=0.00610
CRIT_BUF_INV=3
DOMINANT_DELAY_CONTRIBUTOR_BY_CELL_FAMILY_ON_THE_CRITICAL_PATH='buffers and inverters'
CRIT_PATH_MAX_FANOUT=10
FIN_CRIT_SH_PCT=70.7
WORST_SLACK_ON_HOLD_PATHS_NS=0.486
FP_UTIL_PCT=41.5
VIAS=4608
POST-ROUTE-UTIL_PCT=47.9
SETUP_TNS_NS=0
DETAIL_ROUTE.ITER0.VIOLATIONS=303
POST-PLACE-CELLS=768
DP.FINAL_HPWL_MM=10.4
WORST-SETUP-PATH-TYPE='in2out'
IRDROPWORSTVDD_mV=0.135
DIE_WD_MICRONS=117
DRT.ANTENNA.VIOLATING_NETS=0
CTSLONGESTPATHBUFFERS=2
POSTCTSHOLDBUFS=0
PLACEMENT.IO_BUFFERS=44
MAXIMUM_NUMBER_OF_PINS_ON_ONE_NET_BEFORE_GLOBAL_ROUTE_REPAIR=46
DATA_ARRIVAL_AT_THE_ENDPOINT_OF_THE_CRITICAL_PATH_NS=3.50
POST_CTS_RESIZED=0
WORSTREGTOREGCELLS=5
AVGROUTEDWIREPERCELL_MICRONS=18.6
DRCVIOLATIONCOUNT=0
ROOT_BUF_CELL='sky130_fd_sc_hd__clkbuf_16'
SYNTHADDERAREAFRAC_PCT=8.77
GRT_PASS1_VIAS=4472
ROUTE.DETAILED.VIAS_PER_INST=5.88
MIN_PERIOD_NS=4.88
LOGIC_FAMILY='AND-OR/OR-AND gates'
GP_CONGESTION=0.865
SETUP-VIOLATIONS-FINAL=0
START_KIND='input port'
NUMBER_OF_ENABLE_TYPE_REGISTER_CELLS_IN_THE_SYNTHESIZED_NETLIST=0
WHS_PATH_DEPTH=1
WARNING_COUNT=50
AREA_GROWTH_SYN_TO_LAYOUT_PCT=15.5
CLKTRANSATPATHREGS_NS=0.06
DP_WORST_SLACK_NS=2.05
TRITONCTS.NUM_BUFFERS=9
FINAL_CELLS=784
[cell families (layout without fill, tap and decap cells)]
kind of cell	after synthesis	after routing
buf+inv	66	94
mux	23	23
simple gates	207	207
xor+xnor	4	4
other cells	1	4
compound gates	167	167
fa+ha+maj	37	37
flops	76	76
[metal layers]
metal | GRT usage, % | part of all wire, % | up-vias
li1 | - | - | 2181
met1 | 37.2 | 48 | 2236
met2 | 33.0 | 43 | 171
met3 | 6.19 | 8.1 | 20
met4 | 3.80 | 1.6 | 0
met5 | 0 | 0 | -
[power by group]
part / switching, mW / internal (mW)
Combinational: 0.0849 / 0.0627
Clock: 0.188 / 0.325
Sequential: 0.0176 / 0.459
Total: 0.290 / 0.846
[placed cells by master, fill, tap and decap left out, drive strengths merged, types with 11 or more instances in the layout]
master         Yosys  layout
dfrtp             75      75
nand2             55      55
clkdlybuf4s50      0      44
nor2              37      37
ha                37      37
a21oi             32      32
o21ai             32      32
inv               30      30
nor3              28      28
nor2b             19      19
mux2i             17      17
nand3             17      17
a21o              16      16
a221o             15      15
a32o              14      14
clkbuf            20      11
[sequential cells by signal, indices dropped and copies added (netlist names)]
name,cells
A_MAP,16
B_MAP,16
WinA,3
WinB,3
check,1
counter,6
counter_error,6
input_counter,3
nextStarter,1
roundCount,2
scoreA,2
scoreB,2
state,15
[worst register-to-register path: cells and delay by family (launching register included)]
family	cells	cell delay, ns
flops	1	0.37
simple gates	1	0.48
compound gates	3	1.23
buf+inv	1	0.42
[path summary, 6_finish.rpt]
check / start / to / slack, ns
max: Y[0] / disp0[6] / 2.02
min in group asynchronous: rst / B_MAP[4] / 1.47
min: roundCount[0] / roundCount[0] / 0.49
min reg2reg: roundCount[0] / roundCount[0] / 0.49
max in group asynchronous: rst / roundCount[0] / 4.38
max reg2reg: state[7] / B_MAP[2] / 4.34
[final cells by class]
type                    count  area share (%)
multi-input cells         442            50.5
flip-flops and latches     76            31.2
repair buffers             48            7.71
clock buffers              11            3.98
well taps                 172            3.53
inverters                  30            1.85
clock inverters             5            1.23
[Yosys cell counts, drive strengths merged (15+ instances only)]
library cell  instances  area, sq um
dfrtp                75         1880
nand2                55          214
ha                   37          463
nor2                 37          139
a21oi                32          160
o21ai                32          171
inv                  30          113
nor3                 28          140
clkbuf               20         75.1
nor2b                19          119
mux2i                17          170
nand3                17         85.1
a21o                 16          120
buf                  16          120
a221o                15          150
